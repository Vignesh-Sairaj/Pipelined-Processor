==> flow/design.v <==
module CLA_add_32(c, p, s, cOut);
	input [31:0] p;
	input [32:0] c;
	output [31:0] s;
	output cOut;
	assign s = p^c[31:0];
	assign cOut = c[32];
endmodule
==> flow/run.sh <==
#!/bin/bash
# OpenROAD 26Q1-2900-gdf79404cd8, Yosys 0.63+post, stock flow scripts
make -C /OpenROAD-flow-scripts/flow DESIGN_CONFIG=/design/flow/config.mk WORK_HOME=/design/flow/orfs finish
==> flow/config.mk <==
export PLATFORM = sky130hd
export DESIGN_NAME = CLA_add_32
export DESIGN_NICKNAME = CLA_add_32
export VERILOG_FILES = /design/flow/design.v
export SDC_FILE = /design/flow/constraint.sdc
export NUM_CORES = 4
export LEC_CHECK = 1
export CORE_AREA = 10 10 70 70
export DIE_AREA = 0 0 80 80
==> flow/constraint.sdc <==
current_design CLA_add_32

set clk_period 1.0
set clk_io_pct 0.2

create_clock -name clk0 -period $clk_period

set non_clock_inputs [all_inputs -no_clocks]
set_input_delay [expr $clk_period * $clk_io_pct] -clock clk0 $non_clock_inputs
set_output_delay [expr $clk_period * $clk_io_pct] -clock clk0 [all_outputs]
==> impl_metrics.env <==
# implementation run metrics
export IMPL_design_core_area_um2=3420
export IMPL_rsz0062_at_grt="false"
export IMPL_required_ps=800
export IMPL_cts_resized=162
export IMPL_vias=575
export IMPL_synthToLayoutAreaGrowth_pct=268
export IMPL_setup_viol=0
export IMPL_yosysUniqueCellTypes=2
export IMPL_die_area_um2=6400
export IMPL_clkbuf_count=0
export IMPL_grtUsageTotal=0.0647
export IMPL_yosys_area_um2=288
export IMPL_grt_pass1_wl_um=3420
export IMPL_warnings=32
export IMPL_achievable_frequency_mhz=1090
export IMPL_endpoint_kind="output port"
export IMPL_status="completed"
export IMPL_ir_drop_v=0.000111
export IMPL_yosys_cells=33
export IMPL_wl_per_cell_um=13.3
export IMPL_cp_max_fo=1
export IMPL_start_kind="input pin"
export IMPL_place_gp_congestion=0.756
export IMPL_worst_setup_path_type="input pin to output port"
export IMPL_dieWidth_um=80
export IMPL_wl_met2_um=1150
export IMPL_drc_errors=0
export IMPL_seq_area_um2=0
export IMPL_fillers=419
export IMPL_yosysWarnings=0
export IMPL_synth_top_cell_area_share=0.974
export IMPL_wl_met3_um=396
export IMPL_ys_seq_frac=0
export IMPL_antenna_found_initial=0
export IMPL_drive_above_1_share=0.250
export IMPL_tightest_slew_ps=127
export IMPL_top_area_cell="xor2_1"
export IMPL_drt_iter0_drc=1
export IMPL_syn_area_um2=288
export IMPL_io_buffers=96
export IMPL_antenna_left=0
export IMPL_num_antenna_cells=0
export IMPL_grt_max_degree=2
export IMPL_place_hpwl_um=2320
export IMPL_synthCells=33
export IMPL_dr_pass1_iters=2
export IMPL_via_per_inst=3.30
export IMPL_flop_count=0
export IMPL_chipHeight_um=80
export IMPL_fp_util=0.0842
export IMPL_period_used=0.918
export IMPL_maxSlewHeadroom=0.915
export IMPL_top_layer="met3"
export IMPL_drt_total_wl_um=2310
export IMPL_overflow=0
export IMPL_min_path_type="input pin to output port"
export IMPL_m1WireLength_um=768
export IMPL_layout_min_cycle_time_ps=918
export IMPL_grt_pass1_vias=676
export IMPL_post_cts_repair_setup_buffers=0
export IMPL_hold_violations=0
export IMPL_slew_violations=0
export IMPL_worstPathArrival_ps=720
export IMPL_tns_ps=0
export IMPL_final_util=0.310
export IMPL_max_cap_violations=0
export IMPL_p_per_area_nw_per_um2=347
export IMPL_leakage_uw=0.000599
export IMPL_synth_area_per_cell_um2=8.72
export IMPL_cts_hold_buf=0
export IMPL_io_pin_count=98
export IMPL_topCellsByArea="xor2_1, buf_4"
export IMPL_rows=21
==> critical path, cell delays in order <==
cell           delay (ps)
dlygate4sd2_1         240
xor2_1                150
buf_2                 130
==> power breakdown <==
group | switching [uW] | total (uW) | internal, uW
clock network | 0 | 0 | 0
registers | 0 | 0 | 0
logic | 108 | 367 | 259
total | 108 | 367 | 259
==> kinds of logic after synthesis <==
| kind of cell | after synthesis | share of synthesized area |
|---|---|---|
| xor gates and xnor gates | 32 | 0.974 |
| buffers and inverters | 1 | 0.0261 |
==> placed cells by master (no fill, tap or decap) <==
cell type / synthesis / final
xor2_1: 32 / 32
dlygate4sd2_1: 0 / 64
buf_2: 0 / 32
==> synth_stat cells <==
cell    count
xor2_1     32
buf_4       1
==> routing by layer <==
layer / up-vias / GRT usage
met4: 0 / 0
met5: - / 0
met2: 53 / 0.112
met1: 234 / 0.0679
met3: 0 / 0.0420
li1: 288 / -
==> through the flow <==
stage                     power (uW)  hold slack, ps  area [um^2]  std cells  setup WS (ps)
after CTS                        384             400         1060        174           61.1
final                            367             400         1060        174           81.7
after global placement           603             400         1300        174           -554
after global routing             415             400         1060        174           17.9
after floorplan                 55.5             425          288         33            481
after detailed placement         606             400         1300        174           -563
==> layout make-up <==
cell class,instances,area (um^2),area share
Timing Repair Buffer,96,721,0.681
Tap cell,46,57.6,0.0544
Multi-Input combinational cell,32,280,0.265
==> path summary, 6_finish.rpt <==
check	from	to	slack [ps]	cells past startpoint
hold / removal	c[32]	cOut	400	0
setup / recovery	p[31]	s[31]	80	3
Power is estimated from default activity; no workload was simulated.
